File: design/flow/constraint.sdc
current_design parking_system

set clk_period 6.7
set clk_io_pct 0.2

create_clock -name clk0 -period $clk_period [get_ports {clk}]

set non_clock_inputs [all_inputs -no_clocks]
set_input_delay [expr $clk_period * $clk_io_pct] -clock clk0 $non_clock_inputs
set_output_delay [expr $clk_period * $clk_io_pct] -clock clk0 [all_outputs]
File: design/flow/run.sh
#!/bin/bash
# OpenROAD 26Q1-2900-gdf79404cd8, Yosys 0.63+post, stock flow scripts
make -C /OpenROAD-flow-scripts/flow DESIGN_CONFIG=/design/flow/config.mk WORK_HOME=/design/flow/orfs finish
File: design/flow/config.mk
export PLATFORM = sky130hd
export DESIGN_NAME = parking_system
export DESIGN_NICKNAME = parking_system
export VERILOG_FILES = /design/flow/design.v
export SDC_FILE = /design/flow/constraint.sdc
export NUM_CORES = 4
export LEC_CHECK = 1
export CORE_UTILIZATION = 30
File: design/flow/design.v
`timescale 1ns / 1ps
module parking_system( 
    input clk,
    input reset_n,
    input sensor_entrance, 
    input sensor_exit, 
    input [1:0] password_1, 
    input [1:0] password_2,
    output wire GREEN_LED,
    output wire RED_LED,
    output reg [6:0] HEX_1,
    output reg [6:0] HEX_2
);
parameter IDLE = 3'b000, 
          WAIT_PASSWORD = 3'b001, 
          WRONG_PASS = 3'b010, 
          RIGHT_PASS = 3'b011, 
          STOP = 3'b100,
          NO_ENTRY = 3'b101;
reg [2:0] current_state, next_state;
reg [31:0] counter_wait;
reg red_tmp, green_tmp;
reg [4:0] vehicle_count;  
always @(posedge clk or negedge reset_n)
begin
    if (!reset_n)
        current_state <= IDLE;
    else
        current_state <= next_state;
end
always @(posedge clk or negedge reset_n)
begin
    if (!reset_n)
        counter_wait <= 0;
    else if (current_state == WAIT_PASSWORD)
        counter_wait <= counter_wait + 1;
    else
        counter_wait <= 0;
end
always @(posedge clk or negedge reset_n)
begin
    if (!reset_n)
        vehicle_count <= 0;
    else begin
        if (current_state == RIGHT_PASS && sensor_entrance && !sensor_exit && vehicle_count < 20)
            vehicle_count <= vehicle_count + 1;
        else if (sensor_exit && vehicle_count > 0)
            vehicle_count <= vehicle_count - 1;
    end
end
always @(*)
begin
    case(current_state)
        IDLE: begin
            if (sensor_entrance == 1) begin
                if (vehicle_count < 20)
                    next_state = WAIT_PASSWORD;
                else
                    next_state = NO_ENTRY;
            end else
                next_state = IDLE;
        end
        WAIT_PASSWORD: begin
            if (counter_wait <= 3)
                next_state = WAIT_PASSWORD;
            else if ((password_1 == 2'b01) && (password_2 == 2'b10))
                next_state = RIGHT_PASS;
            else
                next_state = WRONG_PASS;
        end
        WRONG_PASS: begin
            if ((password_1 == 2'b01) && (password_2 == 2'b10))
                next_state = RIGHT_PASS;
            else
                next_state = WRONG_PASS;
        end
        RIGHT_PASS: begin
            if (sensor_entrance && sensor_exit)
                next_state = STOP;
            else if (sensor_exit)
                next_state = IDLE;
            else
                next_state = RIGHT_PASS;
        end
        STOP: begin
            if ((password_1 == 2'b01) && (password_2 == 2'b10))
                next_state = RIGHT_PASS;
            else
                next_state = STOP;
        end
        NO_ENTRY: begin
            if (sensor_exit == 1)
                next_state = IDLE;
            else
                next_state = NO_ENTRY;
        end
        default: next_state = IDLE;
    endcase
end
always @(posedge clk)
begin
    case(current_state)
        IDLE: begin
            green_tmp = 0;
            red_tmp = 0;
            HEX_1 = 7'b1111111;
            HEX_2 = 7'b1111111;
        end
        WAIT_PASSWORD: begin
            green_tmp = 0;
            red_tmp = 1;
            HEX_1 = 7'b0000110;  
            HEX_2 = 7'b0101011;  
        end
        WRONG_PASS: begin
            green_tmp = 0;
            red_tmp = ~red_tmp;
            HEX_1 = 7'b0000110;  
            HEX_2 = 7'b0000110;  
        end
        RIGHT_PASS: begin
            green_tmp = ~green_tmp;
            red_tmp = 0;
            HEX_1 = 7'b0000010;  
            HEX_2 = 7'b1000000;  
        end
        STOP: begin
            green_tmp = 0;
            red_tmp = ~red_tmp;
            HEX_1 = 7'b0010010;  
            HEX_2 = 7'b0001100;  
        end
        NO_ENTRY: begin
            green_tmp = 0;
            red_tmp = 1;
            HEX_1 = 7'b1000000;  
            HEX_2 = 7'b0101011;  
        end
    endcase
end
assign RED_LED = red_tmp;
assign GREEN_LED = green_tmp;
endmodule
==> qor.csv <==
stage,metric,value,unit
floorplan,CORE AREA,8890,um^2
placed_design,Placed Cells,387,
synthesis,Cells after Synth,267,
synthesis,Mapped Area,2810,um^2
drt,initial DRC count,112,
final_timing,skew final,0.0131,ns
placed_design,HPWL after DPL,3.66,mm
placed_design,Place WS,3.12,ns
global_routing,grt ovf,0,
floorplan,Die X,98.9,um
drt,ant diodes,0,
synthesis,main flop type after synthesis,dfrtp_1,
synthesis,ys flops,56,
final_timing,Tmin final,3.30,ns
floorplan,I/O pin cnt,24,
critical_path,crit path cell chain,clkdlybuf4s50_1 > nand4b_1 > fa_1 > a21o_1 > a21oi_1 > mux2i_1 > xor2_1,
final_timing,RSZ-0062 raised after global routing,false,
clocking,clk sinks,56,
synthesis,"area leader, netlist",dfrtp_1,
status,status,"finished, final reports clean",
clocking,Worst-path clk slew,0.10,ns
floorplan,Die H,98.9,um
floorplan,fp util,0.316,
drt,Routed Wire Length,5.35,mm
final_timing,Slew @ Worst Pin,0.546,ns
critical_path,Worst EP arrival,3.53,ns
critical_path,cell family with most CP delay,buffers and inverters,
synthesis,YS chip area,2810,um^2
drt,Routed wire per std cell,13.5,um
cells_and_area,Top Layout Cells,"dfrtp_1, a21oi_1, clkdlybuf4s50_1",
clocking,postcts setup bufs,0,
placed_design,PortBufs,23,
job,max cap viols,0,
critical_path,WP buf/inv,1,
clocking,Root Driver,clkbuf_8,
drt,Post-route DRC,0,
clocking,Resized cells post-CTS,0,
clocking,CTS H-Tree Depth,2,
pwr,Comb power frac,0.306,
pwr,sw power,309,uW
pwr,sequential share of power,0.501,
floorplan,Core Rows,34,
final_timing,pins over their slew limit,0,
cells_and_area,fill count,855,
final_timing,final setup violation count,0,
critical_path,CP max FO,6,
clocking,CTS Buffer Depth,2,
synthesis,distinct lib cells,41,
synthesis,ys async rst share,0.768,
drt,via density per instance,5.41,
critical_path,crit path kind,in -> reg,
final_timing,fmax,0.303,GHz
cells_and_area,area grow syn2layout,14.1,%
global_routing,initial antenna violation count,0,
drt,total iterations of the first detailed-routing run,4,
final_timing,Hold Slack,0.483,ns
synthesis,Main area contributors,"dfrtp_1, edfxtp_1, o31ai_1",
synthesis,Post-synth EDFFs,13,
final_timing,Worst slew margin,0.636,
clocking,clock latency on the worst-skew pair,0.31,ns
final_timing,final setup TNS,0,ns
global_routing,largest net degree at the start of global routing,44,
cells_and_area,Non-Filler Instances,395,
pwr,Cell Pwr Density,313,nW/um^2
drt,DRT antenna net count,0,
cells_and_area,Finished Core Util,0.361,
cells_and_area,Register Area,1470,um^2
critical_path,Worst Setup Start Kind,input port,
global_routing,first-pass GRT wire length,9.43,mm
pwr,leakage power,1.21,nW
clocking,hold_buf cts,0,
critical_path,worst endpoint required time,6.93,ns
critical_path,CP Capture Type,register,
synthesis,syn avg cell area,10.5,um^2
synthesis,yosys cell count,267,
worst_hold_path,worst min-delay path class,reg -> reg,
pwr,switching share of total power,0.308,
synthesis,Max-area cell share,0.373,
floorplan,full die area,9770,um^2
final_timing,endpoints failing hold,0,
cells_and_area,most frequent logic cell in the layout,dfrtp_1,
synthesis,Syn. warnings,1,
pwr,clock power share,0.193,
pwr,VDD IR-drop max,0.133,mV
synthesis,sequential-to-total area share from yosys stat,0.522,
final_timing,Final WS setup,3.40,ns
critical_path,max incr delay on CP,0.51,ns
cells_and_area,share of layout cells above drive strength 1,0.0627,
pwr,internal power,694,uW
clocking,CTS tree,yes,
global_routing,vias in the first global route,2019,
global_routing,GRT Total Usage,0.120,
critical_path,"Max stage delay cell, worst path",clkdlybuf4s50_1,
cells_and_area,Logic cell area,1240,um^2
job,Tool Warnings,25,
final_timing,part of the cycle the worst path needs,0.492,
drt,vias after detailed routing,2136,
clocking,CTS buffer count,5,
placed_design,gpl congestion,0.790,
## kinds of logic (layout without fill, tap and decap cells)
kind of cell,after synthesis,count (layout),synth area share
xor+xnor,13,13,0.0405
fa+ha+maj,5,5,0.0249
compound gates,61,61,0.130
mux,4,4,0.0156
flops,56,56,0.522
simple gates,107,107,0.230
buf+inv,21,41,0.0373
## final timing paths
| kind | endpoint | depth (start not counted) | slack (ns) | from |
|---|---|---|---|---|
| max | vehicle_count[4]$_DFFE_PN0P_ | 7 | 3.40 | sensor_exit |
| max reg2reg | vehicle_count[4]$_DFFE_PN0P_ | 7 | 4.25 | vehicle_count[3]$_DFFE_PN0P_ |
| min | vehicle_count[4]$_DFFE_PN0P_ | 1 | 0.48 | vehicle_count[4]$_DFFE_PN0P_ |
| max in group asynchronous | current_state[5]$_DFF_PN0_ | 2 | 5.24 | reset_n |
| min in group asynchronous | counter_wait[22]$_DFF_PN0_ | 2 | 1.09 | reset_n |
| min reg2reg | vehicle_count[4]$_DFFE_PN0P_ | 1 | 0.48 | vehicle_count[4]$_DFFE_PN0P_ |
## metal layers
| layer | share of wire | wire (um) | GRT usage |
|---|---|---|---|
| met5 | 0 | 0 | 0 |
| met1 | 0.48 | 2570 | 0.178 |
| met2 | 0.48 | 2570 | 0.201 |
| met3 | 0.029 | 153 | 0.0159 |
| met4 | 0.011 | 59 | 0.0138 |
## state kept, by name, summed over array words and instances (netlist names)
register,flops
counter_wait,32
HEX_2,6
current_state,6
HEX_1,5
vehicle_count,5
green_tmp,1
red_tmp,1
## Yosys cell counts (3+ instances only)
cell and n:
xor2_1 11, edfxtp_1 13, buf_4 4, nand3_1 9
nand4_1 14, buf_2 3, nand2_1 16, and2_1 3
mux2_2 3, dfrtp_1 42, o31ai_1 17, or4_1 17
clkbuf_1 5, ha_1 4, o21ai_0 13, inv_1 8
or3_1 6, nor4_1 7, nor2_1 16, and3_1 3
a21oi_1 24, and4_1 6
## through the flow
step                cell area, um^2  power, mW
floorplan                      2810      0.680
global placement               3110      0.814
detailed placement             3110      0.824
CTS                            3210       1.02
global route                   3210       1.08
finish                         3210       1.00
## power by group through the flow
stage | clock, mW | combinational (mW) | sequential (mW)
after CTS | 0.203 | 0.314 | 0.504
after global routing | 0.216 | 0.348 | 0.516
final | 0.194 | 0.307 | 0.503
## layout make-up
class                   instances  share of cell area
multi-input cells             190               0.387
clock buffers                   5              0.0214
inverters                       8             0.00936
well taps                     108              0.0421
repair buffers                 25              0.0749
flip-flops and latches         56               0.457
clock inverters                 3             0.00819
No activity file was given, so power comes from the tool's default toggle rates.
